File: ./design.v
`default_nettype none
module fetch_branch_cache(
		input wire iCLOCK,
		input wire inRESET,
		input wire iRESET_SYNC,
		input wire iFLUSH,
		input wire iSEARCH_STB,
		input wire [31:0] iSEARCH_INST_ADDR,
		output wire oSEARCH_VALID,
		output wire oSEARCH_HIT,
		output wire oSRARCH_PREDICT_BRANCH,	 
		output wire [31:0] oSEARCH_ADDR,
		input wire iJUMP_STB,
		input wire iJUMP_PREDICT,			 
		input wire iJUMP_HIT,				 
		input wire iJUMP_JUMP,
		input wire [31:0] iJUMP_ADDR,		
		input wire [31:0] iJUMP_INST_ADDR	 
	);
	integer i;
	reg [1:0] b_tag0_lru[0:7];
	reg [1:0] b_tag1_lru[0:7];
	reg [28:0] b_tag0_addr[0:7];
	reg [28:0] b_tag1_addr[0:7];
	reg [1:0] b_tag0_predict[0:7];
	reg [1:0] b_tag1_predict[0:7];
	reg [31:0] b_tag0_jump_addr[0:7];		 
	reg [31:0] b_tag1_jump_addr[0:7];
	function func_get_write_way;
		input [1:0] func_priority_lru0;
		input [1:0] func_priority_lru1;
		begin
			if(func_priority_lru0 == 2'h0)begin
				func_get_write_way = 1'h0;
			end
			else if(func_priority_lru1 == 2'h0)begin
				func_get_write_way = 1'h1;
			end
			else if(func_priority_lru0 <= func_priority_lru1)begin
				func_get_write_way = 1'b0;
			end
			else begin
				func_get_write_way = 1'b1;
			end
		end
	endfunction
	function [1:0] func_get_hit_way;
		input [28:0] func_req_addr;
		input [1:0] func_tag_priority_lru0;
		input [1:0] func_tag_priority_lru1;
		input [28:0] func_tag_addr0;
		input [28:0] func_tag_addr1;
		begin
			if(func_tag_priority_lru0 != 2'h0)begin
				if(func_req_addr == func_tag_addr0)begin
					func_get_hit_way = 2'b10;
				end
				else begin
					func_get_hit_way = 2'b00;
				end
			end
			else if(func_tag_priority_lru1 != 2'h0)begin
				if(func_req_addr == func_tag_addr1)begin
					func_get_hit_way = 2'b11;
				end
				else begin
					func_get_hit_way = 2'b00;
				end	
			end
			else begin
				func_get_hit_way = 2'b00;
			end
		end
	endfunction 
	function [1:0] func_predict_update;
		input func_jump;
		input [1:0] func_now_predict;
		begin
			case(func_now_predict)
				2'h3 : func_predict_update = (func_jump)? 2'h0 : 2'h3;
				2'h0 : func_predict_update = (func_jump)? 2'h1 : 2'h3;
				2'h1 : func_predict_update = (func_jump)? 2'h2 : 2'h0;
				2'h2 : func_predict_update = (func_jump)? 2'h2 : 2'h1;
			endcase
		end
	endfunction
	function [1:0] func_lru_update;
		input [1:0] func_lru_now;
		begin
			if(func_lru_now == 2'h0 || func_lru_now == 2'h1)begin
				func_lru_update = func_lru_now;
			end
			else begin
				func_lru_update = func_lru_now - 2'h1;
			end
		end
	endfunction
	wire [2:0] write_tag_array_addr = iJUMP_INST_ADDR[4:2];
	wire [28:0] write_tag_addr_tag = iJUMP_INST_ADDR[31:5];
	wire [2:0] read_tag_array_addr = iSEARCH_INST_ADDR[4:2];
	wire [28:0] read_tag_addr_tag = iSEARCH_INST_ADDR[31:5];
	wire rewrite_valid;
	wire rewrite_way;
	assign {rewrite_valid, rewrite_way} = func_get_hit_way(write_tag_addr_tag, b_tag0_lru[write_tag_array_addr], b_tag1_lru[write_tag_array_addr], b_tag0_addr[write_tag_array_addr], b_tag1_addr[write_tag_array_addr]);
	always@(posedge iCLOCK or negedge inRESET)begin
		if(!inRESET)begin
			for(i = 0; i < 8; i = i + 1)begin : RESET
				b_tag0_lru[i] <= 2'h0;
				b_tag1_lru[i] <= 2'h0;
				b_tag0_predict[i] <= 2'h0;
				b_tag1_predict[i] <= 2'h0;
			end
		end
		else if(iRESET_SYNC || iFLUSH)begin
			for(i = 0; i < 8; i = i + 1)begin : FLUSH
				b_tag0_lru[i] <= 2'h0;
				b_tag1_lru[i] <= 2'h0; 
				b_tag0_predict[i] <= 2'h0;
				b_tag1_predict[i] <= 2'h0;
			end
		end
		else begin
			for(i = 0; i < 8; i = i + 1)begin : MAIN_ALWAYS_TAG0
				if(iJUMP_STB && write_tag_array_addr == i)begin
					if(rewrite_valid && !rewrite_way)begin
						b_tag0_lru[write_tag_array_addr] <= 2'h3;
						b_tag0_addr[write_tag_array_addr] <= write_tag_addr_tag;
						b_tag0_predict[write_tag_array_addr] <= func_predict_update((iJUMP_JUMP || (iJUMP_PREDICT && iJUMP_HIT)), b_tag0_predict[write_tag_array_addr]);
						b_tag0_jump_addr[write_tag_array_addr] <= (iJUMP_JUMP)? iJUMP_ADDR : b_tag0_jump_addr[write_tag_array_addr];
					end
					else if(!func_get_write_way(b_tag0_lru[write_tag_array_addr], b_tag1_lru[write_tag_array_addr]) && !rewrite_valid)begin
						b_tag0_lru[write_tag_array_addr] <= 2'h3;
						b_tag0_addr[write_tag_array_addr] <= write_tag_addr_tag;
						b_tag0_predict[write_tag_array_addr] <= func_predict_update((iJUMP_JUMP || (iJUMP_PREDICT && iJUMP_HIT)), b_tag0_predict[write_tag_array_addr]);
						b_tag0_jump_addr[write_tag_array_addr] <= (iJUMP_JUMP)? iJUMP_ADDR : b_tag0_jump_addr[write_tag_array_addr];
					end
					else begin
						b_tag0_lru[i] <= func_lru_update(b_tag0_lru[i]);
					end
				end
			end
			for(i = 0; i < 8; i = i + 1)begin : MAIN_ALWAYS_TAG1
				if(iJUMP_STB && write_tag_array_addr == i)begin
					if(rewrite_valid && rewrite_way)begin
						b_tag1_lru[write_tag_array_addr] <= 2'h3;
						b_tag1_addr[write_tag_array_addr] <= write_tag_addr_tag;
						b_tag1_predict[write_tag_array_addr] <= func_predict_update((iJUMP_JUMP || (iJUMP_PREDICT && iJUMP_HIT)), b_tag1_predict[write_tag_array_addr]);
						b_tag1_jump_addr[write_tag_array_addr] <= (iJUMP_JUMP)? iJUMP_ADDR : b_tag1_jump_addr[write_tag_array_addr];
					end
					else if(func_get_write_way(b_tag0_lru[write_tag_array_addr], b_tag1_lru[write_tag_array_addr]) && !rewrite_valid)begin
						b_tag1_lru[write_tag_array_addr] <= 2'h3;
						b_tag1_addr[write_tag_array_addr] <= write_tag_addr_tag;
						b_tag1_predict[write_tag_array_addr] <= func_predict_update((iJUMP_JUMP || (iJUMP_PREDICT && iJUMP_HIT)), b_tag1_predict[write_tag_array_addr]);
						b_tag1_jump_addr[write_tag_array_addr] <= (iJUMP_JUMP)? iJUMP_ADDR : b_tag1_jump_addr[write_tag_array_addr];
					end
					else begin
						b_tag1_lru[i] <= func_lru_update(b_tag1_lru[i]);
					end
				end
			end
		end
	end
	wire request_hit;
	wire hit_way;
	assign {request_hit, hit_way} = func_get_hit_way(read_tag_addr_tag, 
														b_tag0_lru[read_tag_array_addr],
														b_tag1_lru[read_tag_array_addr],
														b_tag0_addr[read_tag_array_addr],
														b_tag1_addr[read_tag_array_addr]
													);
	assign oSEARCH_VALID =  iSEARCH_STB;
	assign oSEARCH_HIT = request_hit;
	assign oSRARCH_PREDICT_BRANCH = func_check_predict(
										hit_way,
										b_tag0_predict[read_tag_array_addr],
										b_tag1_predict[read_tag_array_addr]
									);
	assign oSEARCH_ADDR = (!request_hit)? 32'h0 : ((!hit_way)? b_tag0_jump_addr[read_tag_array_addr] : b_tag1_jump_addr[read_tag_array_addr]);
	function func_check_predict;
		input func_hit_way;
		input [1:0] func_tag0_predict;
		input [1:0] func_tag1_predict;
		begin
			case(func_hit_way)
				1'h0:
					begin
						if(func_tag0_predict == 2'h1 || func_tag0_predict == 2'h2)begin
							func_check_predict = 1'b1;
						end
						else begin
							func_check_predict = 1'b0;
						end
					end
				1'b1:
					begin
						if(func_tag1_predict == 2'h1 || func_tag1_predict == 2'h2)begin
							func_check_predict = 1'b1;
						end
						else begin
							func_check_predict = 1'b0;
						end
					end
			endcase
		end
	endfunction
endmodule
`default_nettype wire
`default_nettype none 
module fetch_branch_predictor(
		input wire iCLOCK,
		input wire inRESET,
		input wire iRESET_SYNC,
		input wire iFLUSH,
		input wire iSEARCH_STB,
		input wire [31:0] iSEARCH_INST_ADDR,
		output wire oSEARCH_VALID,
		input wire iSEARCH_LOCK,
		output wire oSRARCH_PREDICT_BRANCH,
		output wire [31:0] oSEARCH_ADDR,
		input wire iJUMP_STB,
		input wire iJUMP_PREDICT,
		input wire iJUMP_HIT,
		input wire iJUMP_JUMP,
		input wire [31:0] iJUMP_ADDR,		
		input wire [31:0] iJUMP_INST_ADDR
	);
	wire branch_cache_valid;
	wire branch_cache_hit;
	wire branch_cache_predict_branch;
	wire [31:0] branch_cache_addr;
	reg b_branch_cache_valid;
	reg b_branch_cache_predict_branch;
	reg [31:0] b_branch_cache_addr;
	fetch_branch_cache BRANCH_CACHE(
		.iCLOCK(iCLOCK),
		.inRESET(inRESET),
		.iRESET_SYNC(iRESET_SYNC),
		.iFLUSH(iFLUSH),
		.iSEARCH_STB(iSEARCH_STB),
		.iSEARCH_INST_ADDR(iSEARCH_INST_ADDR),
		.oSEARCH_VALID(branch_cache_valid),
		.oSEARCH_HIT(branch_cache_hit),
		.oSRARCH_PREDICT_BRANCH(branch_cache_predict_branch),
		.oSEARCH_ADDR(branch_cache_addr),
		.iJUMP_STB(iJUMP_STB),
		.iJUMP_PREDICT(iJUMP_PREDICT),
		.iJUMP_HIT(iJUMP_HIT),
		.iJUMP_JUMP(iJUMP_JUMP),
		.iJUMP_ADDR(iJUMP_ADDR),		
		.iJUMP_INST_ADDR(iJUMP_INST_ADDR)	 
	);
	always@(posedge iCLOCK or negedge inRESET)begin
		if(!inRESET)begin
			b_branch_cache_valid <= 1'b0;
			b_branch_cache_predict_branch <= 1'b0; 
			b_branch_cache_addr <= 32'h0;
		end
		else if(iRESET_SYNC)begin
			b_branch_cache_valid <= 1'b0;
			b_branch_cache_predict_branch <= 1'b0; 
			b_branch_cache_addr <= 32'h0;
		end
		else begin
			if(!iSEARCH_LOCK)begin
				b_branch_cache_valid <= branch_cache_valid;
				b_branch_cache_predict_branch <= branch_cache_predict_branch && branch_cache_hit;
				b_branch_cache_addr <= branch_cache_addr;
			end
		end
	end
	assign oSEARCH_VALID = b_branch_cache_valid;
	assign oSRARCH_PREDICT_BRANCH = b_branch_cache_predict_branch;
	assign oSEARCH_ADDR = b_branch_cache_addr;
endmodule
`default_nettype wire 
File: ./run.sh
#!/bin/bash
# OpenROAD 26Q1-2900-gdf79404cd8, Yosys 0.63+post, stock flow scripts
make -C /OpenROAD-flow-scripts/flow DESIGN_CONFIG=/design/flow/config.mk WORK_HOME=/design/flow/orfs finish
File: ./config.mk
export PLATFORM = sky130hd
export DESIGN_NAME = fetch_branch_predictor
export DESIGN_NICKNAME = fetch_branch_predictor
export VERILOG_FILES = /design/flow/design.v
export SDC_FILE = /design/flow/constraint.sdc
export NUM_CORES = 4
export LEC_CHECK = 1
export CORE_UTILIZATION = 50
File: ./constraint.sdc
current_design fetch_branch_predictor

set clk_period 13.0
set clk_io_pct 0.2

create_clock -name clk0 -period $clk_period [get_ports {iCLOCK}]

set non_clock_inputs [all_inputs -no_clocks]
set_input_delay [expr $clk_period * $clk_io_pct] -clock clk0 $non_clock_inputs
set_output_delay [expr $clk_period * $clk_io_pct] -clock clk0 [all_outputs]
==> ci_impl_report.md <==
## Synthesis and layout report

| Metric | Value |
|---|---|
| Top-area cell share | `0.450` |
| EDFF count, synth | `roughly 980` |
| Clock root cell | `clkbuf_16` |
| Top cells by area | `edfxtp_1, mux2_2, mux2_1` |
| Outcome | `finished, final reports clean` |
| CP Max Fanout | `38` |
| Cycle use final | `0.689` |
| WHS Path Cells | `2` |
| Clk buf depth | `3` |
| Mux share | `0.252` |
| Starting Density | `0.504` |
| Chip area | `between 0.1 and 0.15 mm^2` |
| Max-slew headroom | `0.302` |
| CP arrival | `~9.5 ns` |
| Reg-to-Reg Start | `BRANCH_CACHE.b_tag1_addr[0][22]` |
| Syn Area/Cell | `12.3 um^2` |
| Drt total wl | `254000 um` |
| Drt via density | `6.91` |
| Hold Crit Endpoint | `b_branch_cache_addr[30]` |
| Final Hold Vio Count | `0` |
| Worst path required time | `13.51 ns` |
| CTS buffer count | `120` |
| Setup TNS | `0 ns` |
| Largest net degree at the start of global routing | `126` |
| Synth top cell by count | `edfxtp_1` |
| Max IR drop VDD | `0.125 mV` |
| Count of input and output buffers | `135` |
| Actual slew at the worst max-slew pin | `1.04 ns` |
| # setup viols final | `0` |
| Main flop type | `edfxtp_1` |
| Synth top cells by count | `edfxtp_1, mux2_2, mux2_1` |
| Endpoint type of the worst setup path | `flop` |
| Gate Count Post-Synth | `~5300` |
| Post-cts sizing count | `0` |
| Tool warnings | `47` |
| GRT Resource Usage Total | `0.416` |
| Clock-pin slew on the worst setup and hold paths | `0.06 ns` |
| Simple Share, Synth | `0.0643` |
| PwrDens | `between 100 and 150 mW/mm^2` |
| Maximum clock frequency | `0.112 GHz` |
| Worst-skew pair later-pin latency | `0.78 ns` |
| Remaining DRCs | `0` |
| R2R Setup Slk | `7.45 ns` |
| Setup CP Type | `input port to flop` |
| R2R Path End | `BRANCH_CACHE.b_tag1_addr[3][10]` |
| Routed Antenna Nets | `0` |
| WHS | `0.500 ns` |
| FF-to-FF path depth | `11` |
| CP startpoint kind | `input port` |
| DR pass1 iterations | `7` |
| Share of cells above drive strength 1 | `0.211` |
| Syn Std Cell Area | `around 0.065 mm^2` |
| Hold/Removal Path Class | `flop to flop` |
| Syn. warnings | `10` |
| Htree depth | `3` |
| Rows | `132` |
| Area Overhead vs Synth | `9.67%` |
| DP HPWL | `153000 um` |
| DR vias | `~49000` |
| Hold_sp | `b_branch_cache_addr[30]` |
| Number of cells in Yosys stat | `5283` |
| Clock skew | `about 0.066 ns` |
| Initial antenna violation count | `19` |
| RSZ-0062 raised after global routing | `no` |
| Adder share | `0.00384` |
| DR WL/cell | `about 36 um` |
| Ao+oa area frac | `0.132` |
| Hold_buf cts | `0` |
| Maxcap violations | `0` |
| Synth Seq Share | `0.488` |
| Placed cell areas | `0.0677 mm^2` |
| Min Tclk post-route | `between 8 and 9 ns` |
| Gpl congestion | `1.01` |
| Die Height | `363 um` |
| Design Area, Final | `0.0714 mm^2` |
| Grt ovf | `0` |
| Die width | `363 um` |
| Number of setup buffers added after CTS | `0` |
| CTS tree | `done` |
| Clock Sinks | `1074` |
| Xor-xnor portion of the synthesized cell area | `0.0105` |
| Asr flop ratio synth | `0.0912` |
| Main logic family after synthesis | `multiplexers` |
| Dominant cell type by area after synthesis | `edfxtp_1` |
| First-pass GRT wire length | `362000 um` |
| Synth unique cells | `94` |
| Post-synthesis register bit count | `1074` |
| Iter 0 DRT Violations | `~4600` |
| I/O pin cnt | `~140` |
| Core Box Area | `0.129 mm^2` |
| Leakage | `0.0250 uW` |
| Synthesis area per yosys | `roughly 0.065 mm^2` |
| Fin. max-slew vios | `0` |
| Vias in the first global route | `~50000` |
## worst max-delay path by stage
stage                   from                              endpoint  cells after the start
5_1_grt   iJUMP_INST_ADDR[4]        BRANCH_CACHE.b_tag0_addr[4][6]                     17
4_1_cts   iJUMP_INST_ADDR[3]       BRANCH_CACHE.b_tag1_addr[3][10]                     16
6_report  iJUMP_INST_ADDR[4]  BRANCH_CACHE.b_tag0_jump_addr[6][27]                     18
## worst max-delay path: stages
cell       delay [ns]
buf_8            0.35
buf_4            0.66
buf_4            0.65
nor2b_2          0.84
buf_4            0.43
o2bb2ai_1        0.16
nand2_1          0.07
a21oi_1          0.37
ha_1             0.32
nor2b_1          0.13
o21ai_0          0.16
a21oi_1          0.11
o21bai_4         0.20
buf_4            0.26
a21oi_4          0.31
buf_4            0.72
buf_4            0.54
mux2_2           0.38
## cells in the final DEF, fill, tap and decap left out, drive strengths merged, types with 24 or more instances in the layout
cell / n
edfxtp: 976
nand3: 25
o31ai: 94
mux4: 79
o2bb2ai: 26
nand4: 24
buf: 198
dfrtp: 98
a211oi: 38
a221oi: 163
o21ai: 255
nor2b: 95
nand2: 323
inv: 119
clkinv: 38
a22o: 68
xor2: 36
o22ai: 120
xnor2: 42
a22oi: 59
o221ai: 40
clkdlybuf4s50: 127
mux2i: 335
a21oi: 208
nor2: 253
mux2: 979
nand2b: 41
clkbuf: 183
## metrics by stage
stage / power [uW] / std cells / util / setup slack (ns)
5_1_grt: 8590 / 7102 / 0.552 / 4.08
6_report: 8380 / 7109 / 0.552 / 4.05
4_1_cts: 8380 / 7096 / 0.552 / 4.36
2_1_floorplan: 4670 / 5283 / - / 2.73
3_3_place_gp: 5090 / 6868 / 0.523 / 3.58
3_5_place_dp: 5090 / 6868 / 0.523 / 3.58
## final cells by class
type / count / area [um^2]
Antenna cell: 13 / 32.5
Clock buffer: 182 / 3360
Clock inverter: 46 / 378
Fill cell: 10800 / 57900
Inverter: 115 / 445
Multi-Input combinational cell: 3611 / 30400
Sequential cell: 1074 / 31800
Tap cell: 1742 / 2180
Timing Repair Buffer: 326 / 2910
## metal layers
layer  up-vias  track usage  part of all wire
met5         -      0.00835            0.0011
met4        22        0.209             0.063
met3       743        0.228              0.15
met2      3227        0.564              0.43
met1     24600        0.566              0.36
li1      20600            -                 -
## kinds of logic (layout without fill, tap and decap cells)
kind of cell             count (synthesis)  after routing
flip-flops                            1074           1074
multiplexers                          1393           1393
buffers and inverters                  598            669
XOR/XNOR                                78             78
other                                    0             13
AND-OR/OR-AND                         1233           1233
adder cells (fa/ha/maj)                 20             20
AND/OR/NAND/NOR                        887            887
## power breakdown
part / leakage [uW] / internal (uW) / switching, uW
Clock: 0.00182 / 1840 / 1490
Sequential: 0.0103 / 3860 / 57.2
Combinational: 0.0128 / 381 / 757
Total: 0.0250 / 6080 / 2300
## registers in the layout (all words and copies together), names as in the netlist, 16 cells and up
register / count
BRANCH_CACHE.b_tag1_jump_addr: 256
BRANCH_CACHE.b_tag0_predict: 16
b_branch_cache_addr: 32
BRANCH_CACHE.b_tag1_addr: 232
BRANCH_CACHE.b_tag0_lru: 16
BRANCH_CACHE.b_tag1_lru: 16
BRANCH_CACHE.b_tag0_jump_addr: 256
BRANCH_CACHE.b_tag0_addr: 232
BRANCH_CACHE.b_tag1_predict: 16
Power figures rest on the tool's default switching activity, not on a simulated workload.
