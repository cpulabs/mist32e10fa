==> flow/design.v <==
`default_nettype none
module execute_logic #(
		parameter P_N = 32
	)(
		input wire [4:0] iCONTROL_CMD,
		input wire [P_N-1:0] iDATA_0,
		input wire [P_N-1:0] iDATA_1,
		output wire [P_N-1:0] oDATA,
		output wire oSF,
		output wire oOF,				
		output wire oCF,
		output wire oPF,
		output wire oZF
	);
	wire [31:0] result_data;
	assign result_data = f_logic(iCONTROL_CMD, iDATA_0, iDATA_1);
	function [P_N-1 : 0] f_logic;
		input [4 : 0] f_cmd;
		input [P_N-1 : 0] f_data0;
		input [P_N-1 : 0] f_data1;
		begin
			case(f_cmd)
				5'h0 : f_logic		=		f_data0;														 
				5'h1 : f_logic		=		f_data1;														 
				5'h2 : f_logic		=		~f_data0;														 
				5'h3 : f_logic		=		~f_data1;														 
				5'h4 : f_logic		=		f_data0 & f_data1;												 
				5'h5 : f_logic		=		f_data0 | f_data1;												 
				5'h6 : f_logic		=		f_data0 ^ f_data1;												 
				5'h7 : f_logic		=		~(f_data0 & f_data1);											 
				5'h8 : f_logic		=		~(f_data0 | f_data1);											 
				5'h9 : f_logic		=		~(f_data0 ^ f_data1);											 
				5'hA : f_logic		=		f_data0 | (32'h0000_0001 << f_data1[4:0]);						 
				5'hB : f_logic		=		f_data0 & (32'hFFFF_FFFF ^ (32'h0000_0001 << f_data1[4:0]));	 
				5'hC : f_logic		=		{f_data0[0], f_data0[1], f_data0[2], f_data0[3],				 
											f_data0[4], f_data0[5], f_data0[6], f_data0[7],
											f_data0[8], f_data0[9], f_data0[10], f_data0[11],
											f_data0[12], f_data0[13], f_data0[14], f_data0[15],
											f_data0[16], f_data0[17], f_data0[18], f_data0[19],
											f_data0[20], f_data0[21], f_data0[22], f_data0[23],
											f_data0[24], f_data0[25], f_data0[26], f_data0[27],
											f_data0[28], f_data0[29], f_data0[30], f_data0[31]};
				5'hD : f_logic		=		{f_data0[7:0], f_data0[15:8], f_data0[23:16], f_data0[31:24]};	 
				5'hE : f_logic		=		{{31{1'b0}}, f_data0[f_data1[4:0]]};								 
				5'hF : 					
					begin
						case(f_data1[1:0])
							2'h0: f_logic	=	{{24{1'b0}}, f_data0[7:0]};
							2'h1: f_logic	=	{{24{1'b0}}, f_data0[15:8]};
							2'h2: f_logic	=	{{24{1'b0}}, f_data0[23:16]};
							2'h3: f_logic	=	{{24{1'b0}}, f_data0[31:24]};
						endcase
					end				
				5'h10 : f_logic		=		{f_data0[31:16], f_data1[15:0]};								 
				5'h11 : f_logic		=		{f_data1[15:0], f_data0[15:0]};									 
				5'h12 : f_logic		=		{{16{f_data1[15]}}, f_data1[15:0]};								 
				5'h14 : f_logic		=		{16'h0, f_data1[15:0]};											 
				5'h15 : f_logic		=		32'h0;															 
				5'h16 : f_logic		=		{32{1'b1}};															 
				default :
					begin
						f_logic		=		f_data0;
					end
			endcase
		end
	endfunction
	assign oDATA = result_data;
	assign oSF = result_data[31];
	assign oOF = 1'b0;
	assign oCF = 1'b0;
	assign oPF = result_data[0];
	assign oZF = (result_data == {P_N{1'b0}})? 1'b1 : 1'b0;
endmodule
`default_nettype wire
==> flow/run.sh <==
#!/bin/bash
# OpenROAD 26Q1-2900-gdf79404cd8, Yosys 0.63+post, stock flow scripts
make -C /OpenROAD-flow-scripts/flow DESIGN_CONFIG=/design/flow/config.mk WORK_HOME=/design/flow/orfs finish
==> flow/config.mk <==
export PLATFORM = sky130hd
export DESIGN_NAME = execute_logic
export DESIGN_NICKNAME = execute_logic
export VERILOG_FILES = /design/flow/design.v
export SDC_FILE = /design/flow/constraint.sdc
export NUM_CORES = 4
export LEC_CHECK = 1
export CORE_UTILIZATION = 30
==> flow/constraint.sdc <==
current_design execute_logic

set clk_period 8.3
set clk_io_pct 0.2

create_clock -name clk0 -period $clk_period

set non_clock_inputs [all_inputs -no_clocks]
set_input_delay [expr $clk_period * $clk_io_pct] -clock clk0 $non_clock_inputs
set_output_delay [expr $clk_period * $clk_io_pct] -clock clk0 [all_outputs]
==> flow_metrics.env <==
# source this file to load flow results
export IMPL_status="finished, final reports clean"
export IMPL_drt_vias_per_instance=6.70
export IMPL_track_usage_pct=35.9
export IMPL_netlist_top_cells_area="ha_1, nor2_1, mux2i_1"
export IMPL_cp_end_kind="output port"
export IMPL_top_area_cell="ha_1"
export IMPL_seq_cell_count=0
export IMPL_clkbuf_count=0
export IMPL_relSlewSlack_pct=46.8
export IMPL_ys_types=88
export IMPL_syn_area_sq_mm=0.00628
export IMPL_preCtsSetupSlack_ns=0.822
export IMPL_antenna_left=0
export IMPL_post_route_period_util_pct=91.3
export IMPL_area_delta_synth_final_pct=20.9
export IMPL_maxSlewViolCount=0
export IMPL_comb_area_sq_mm=0.00551
export IMPL_grt_overflow_total=0
export IMPL_power_leakage_nw=2.90
export IMPL_firstDrtPassIters=5
export IMPL_power_net_switching_mw=0.254
export IMPL_final_util_pct=37.3
export IMPL_crit_required_ns=6.64
export IMPL_fp_dieW_um=147
export IMPL_fp_util_pct=30.8
export IMPL_first_iter_violations=1108
export IMPL_hold_buffers=0
export IMPL_fin_crit_ns=7.58
export IMPL_cap_viol_max_count=0
export IMPL_num_rows=52
export IMPL_dieHeight_um=147
export IMPL_dp_cells=1261
export IMPL_io_pins=106
export IMPL_dieArea_sq_mm=0.0215
export IMPL_ys_warn_count=1
export IMPL_setup_viol=0
export IMPL_max_stage_delay_ns=0.91
export IMPL_worst_slew_pin_slew_ns=0.795
export IMPL_pwr_density_cell_mw_per_mm2=57.3
export IMPL_ys_seq_share_pct=0
export IMPL_startpoint_type="input pin"
export IMPL_worst_setup_path_type="in -> out"
export IMPL_port_buffers=104
export IMPL_lay_top_count="nor2_1"
export IMPL_coreArea_sq_mm=0.0204
export IMPL_arrival_ns=5.92
export IMPL_hp_class="in -> out"
export IMPL_cts_resized=0
export IMPL_yosysCellCount=926
export IMPL_top_area_share_pct=12.7
export IMPL_grt_setup_unrepaired="no"
export IMPL_crit_fanout=13
export IMPL_syn_inst=926
export IMPL_warnings=64
export IMPL_ff_latch_area_sq_um=0
export IMPL_hold_path_depth=5
export IMPL_p_int_mw=0.180
export IMPL_wirelength_um=38400
export IMPL_grt_max_degree=40
export IMPL_grt_pass1_vias=7972
export IMPL_hold_viol_final=0
export IMPL_setup_ws_ns=0.722
export IMPL_final_cells=1263
export IMPL_peakVddDrop_mv=0.0196
export IMPL_cts_setup_buffers=0
export IMPL_fmax_mhz=132
export IMPL_place_congestion=1.06
export IMPL_drc=0
export IMPL_grt_pass1_wl_um=55800
export IMPL_drive_above_1_share_pct=10.3
export IMPL_n_fill_cell=2188
export IMPL_timing_hold_ws_ns=4.51
export IMPL_finalSetupTns_ns=0
export IMPL_lay_top_cells="nor2_1, clkdlybuf4s50_1, inv_1, ha_1, nand2_1"
export IMPL_syn_avg_cell_area_sq_um=6.78
export IMPL_wire_per_inst_um=30.4
export IMPL_ys_area_sq_mm=0.00628
export IMPL_dr_total_vias=8464
export IMPL_cp_slowest_cell="clkdlybuf4s50_1"
export IMPL_antenna_found_initial=1
export IMPL_crit_path_cell_trace="clkdlybuf4s50_1 > nand3b_1 > o311ai_1 > nor2b_1 > a2111oi_2 > a21oi_1 > or4_1 > or4_1 > nor4_2 > clkdlybuf4s50_1"
export IMPL_switching_share_pct=58.5
export IMPL_dp_hpwl_um=28200
[cell families (layout without fill, tap and decap cells)]
family | count (synthesis) | in the layout | synth area share [%]
compound gates | 329 | 329 | 38.0
simple gates | 306 | 306 | 24.9
buf+inv | 166 | 230 | 12.5
fa+ha+maj | 68 | 68 | 13.4
mux | 48 | 48 | 10.1
xor+xnor | 8 | 8 | 1.12
other cells | 1 | 4 | 0.0597
[worst max-delay path, delay by kind of cell]
kind,cells,cell delay (ns)
AOI/OAI and AO/OA,3,0.77
buffers and inverters,2,1.41
and+or+nand+nor,5,2.06
[metal layers]
layer  up-vias  wire length [um]  part of all wire, %  GRT usage (%)
li1       3681                 -                    -              -
met2       671             15600                   41           50.3
met3       156              5050                   13           9.73
met4         0              2490                  6.5           19.5
met5         -                 0                    0              0
met1      3956             15300                   40           49.7
[Yosys cell counts (12+ instances only)]
master / n
nor3_1: 17
mux2i_1: 35
a22oi_1: 17
buf_2: 35
nor2_1: 106
mux4_2: 12
a21oi_1: 56
nand2_1: 62
a211oi_1: 19
o21ai_0: 47
ha_1: 64
a2111oi_0: 22
o22ai_1: 22
buf_4: 13
nand3_1: 24
inv_1: 67
o221ai_1: 16
clkbuf_1: 38
[path summary, 6_finish.rpt]
path	startpoint	to	slack [ns]
max	iDATA_1[4]	oZF	0.72
min	iDATA_0[11]	oDATA[11]	4.51
[per-stage QoR]
step | area, sq um | power [mW]
floorplan | 6290 | 0.218
global placement | 7590 | 0.423
detailed placement | 7590 | 0.419
CTS | 7590 | 0.421
global route | 7590 | 0.457
finish | 7590 | 0.435
[power groups by stage]
stage / logic (mW) / registers, mW / clock network (mW)
4_1_cts: 0.421 / 0 / 0
5_1_grt: 0.457 / 0 / 0
[area by class of cell]
class / count / share of cell area (%)
Multi-Input combinational cell: 761 / 72.6
Timing Repair Buffer: 162 / 19.5
Tap cell: 270 / 4.45
Inverter: 68 / 3.36
Antenna cell: 2 / 0.0659
Power figures rest on the tool's default switching activity, not on a simulated workload.
