File: flow/run.sh
#!/bin/bash
# OpenROAD 26Q1-2900-gdf79404cd8, Yosys 0.63+post, stock flow scripts
make -C /OpenROAD-flow-scripts/flow DESIGN_CONFIG=/design/flow/config.mk WORK_HOME=/design/flow/orfs finish
File: flow/config.mk
export PLATFORM = sky130hd
export DESIGN_NAME = memory_pipe_arbiter
export DESIGN_NICKNAME = memory_pipe_arbiter
export VERILOG_FILES = /design/flow/design.v
export SDC_FILE = /design/flow/constraint.sdc
export NUM_CORES = 4
export LEC_CHECK = 1
export CORE_UTILIZATION = 30
File: flow/constraint.sdc
current_design memory_pipe_arbiter

set clk_period 10.8
set clk_io_pct 0.2

create_clock -name clk0 -period $clk_period [get_ports {iCLOCK}]

set non_clock_inputs [all_inputs -no_clocks]
set_input_delay [expr $clk_period * $clk_io_pct] -clock clk0 $non_clock_inputs
set_output_delay [expr $clk_period * $clk_io_pct] -clock clk0 [all_outputs]
File: flow/design.v
`default_nettype none
module mist32e10fa_arbiter_matching_queue #(
		parameter D = 8,
		parameter DN = 3,
		parameter FN = 1	
	)(
		input wire iCLOCK,
		input wire inRESET,
		input wire iFLASH,
		input wire iWR_REQ,
		input wire [FN-1:0] iWR_FLAG,
		output wire oWR_FULL,
		input wire iRD_REQ,
		output wire oRD_VALID,
		output wire [FN-1:0] oRD_FLAG,
		output wire oRD_EMPTY
	);
	wire full_flag;
	wire empty_flag;
	wire [DN:0] count;
	reg [DN:0] wr_counter;
	reg [DN:0] rd_counter;
	reg queue_valid[0:D-1];
	reg [FN-1:0] queue_type[0:D-1];
	integer i;
	assign full_flag = count[DN];
	assign empty_flag = (wr_counter == rd_counter)? 1'b1 : 1'b0;
	assign count = wr_counter - rd_counter;
	always@(posedge iCLOCK or negedge inRESET)begin
		if(!inRESET)begin
			wr_counter <= {DN+1{1'b0}};
			rd_counter <= {DN+1{1'b0}};
			for(i = 0; i < D; i = i + 1)begin
				queue_valid[i] <= 1'b0;
			end
		end
		else begin
			if(iFLASH)begin
				for(i = 0; i < D; i = i + 1)begin
					queue_valid[i] <= 1'b0;
				end
			end
			if(!full_flag && iWR_REQ)begin
				wr_counter <= wr_counter + {{DN{1'b0}}, 1'b1};
				queue_valid[wr_counter[DN-1:0]] <= 1'b1;
				queue_type[wr_counter[DN-1:0]] <= iWR_FLAG;
			end
			if(!empty_flag && iRD_REQ)begin
				rd_counter <= rd_counter + {{DN{1'b0}}, 1'b1};
				queue_valid[rd_counter[DN-1:0]] <= 1'b0;
			end
		end
	end
	assign oWR_FULL = full_flag;
	assign oRD_VALID = queue_valid[rd_counter[DN-1:0]] && !iFLASH;
	assign oRD_FLAG = queue_type[rd_counter[DN-1:0]];
	assign oRD_EMPTY = empty_flag;
endmodule
`default_nettype wire
`default_nettype none
module memory_pipe_arbiter(
		input wire iCLOCK,
		input wire inRESET,
		input wire iRESET_SYNC,
		input wire iDATA_REQ,
		output wire oDATA_LOCK,
		input wire [1:0] iDATA_ORDER,
		input wire [3:0] iDATA_MASK,
		input wire iDATA_RW,
		input wire [31:0] iDATA_ADDR,
		input wire [31:0] iDATA_DATA,
		output wire oDATA_REQ,
		input wire iDATA_BUSY,
		output wire [63:0] oDATA_DATA,
		input wire iINST_REQ,
		output wire oINST_LOCK,
		input wire [31:0] iINST_ADDR,
		output wire oINST_REQ,
		input wire iINST_BUSY,
		output wire [63:0] oINST_DATA,
		output wire oMEMORY_REQ,
		input wire iMEMORY_LOCK,
		output wire [1:0] oMEMORY_ORDER,
		output wire [3:0] oMEMORY_MASK,
		output wire oMEMORY_RW,
		output wire [31:0] oMEMORY_ADDR,
		output wire [31:0] oMEMORY_DATA,
		input wire iMEMORY_VALID,
		output wire oMEMORY_BUSY,
		input wire [63:0] iMEMORY_DATA
	);
	wire matching_bridfe_wr_full;
	wire matching_bridge_rd_valid;
	wire matching_bridge_rd_type;
	wire mem2core_inst_lock;
	wire mem2core_data_lock;
	wire core2mem_inst_condition;
	wire core2mem_data_condition;
	wire core2mem_data_lock = 1'b0;
	reg b_core2mem_req;
	reg [1:0] b_core2mem_order;
	reg [3:0] b_core2mem_mask;
	reg b_core2mem_rw;
	reg [31:0] b_core2mem_addr;
	reg [31:0] b_core2mem_data;
	reg b_mem2core_inst_valid;
	reg [63:0] b_mem2core_inst_data;
	reg b_mem2core_data_valid;
	reg [63:0] b_mem2core_data_data;
	wire mem2core_common_lock = matching_bridfe_wr_full || iMEMORY_LOCK;
	wire core2mem_data_write_ack_condition = iDATA_RW && core2mem_data_condition;
	wire core2mem_normal_memory_access_condition = (!iDATA_RW && core2mem_data_condition) || core2mem_inst_condition;
	mist32e10fa_arbiter_matching_queue #(16, 4, 1) MEM_MATCHING_QUEUE(	 
		.iCLOCK(iCLOCK),
		.inRESET(inRESET),
		.iFLASH(iRESET_SYNC),
		.iWR_REQ(!mem2core_common_lock && core2mem_normal_memory_access_condition),
		.iWR_FLAG(core2mem_data_condition),		 
		.oWR_FULL(matching_bridfe_wr_full),
		.iRD_REQ(iMEMORY_VALID  && (matching_bridge_rd_type && !core2mem_data_lock || !matching_bridge_rd_type && !iINST_BUSY)),
		.oRD_VALID(matching_bridge_rd_valid),
		.oRD_FLAG(matching_bridge_rd_type),		 
		.oRD_EMPTY()
	);
	assign mem2core_inst_lock = mem2core_common_lock || core2mem_data_condition;
	assign mem2core_data_lock = mem2core_common_lock || core2mem_inst_condition;
	assign core2mem_inst_condition = !iDATA_REQ && iINST_REQ;
	assign core2mem_data_condition = iDATA_REQ;
	always@(posedge iCLOCK or negedge inRESET)begin
		if(!inRESET)begin
			b_core2mem_req <= 1'b0;
			b_core2mem_order <= 2'h0;
			b_core2mem_mask <= 4'h0;
			b_core2mem_rw <= 1'b0;
			b_core2mem_addr <= {32{1'b0}};
			b_core2mem_data <= {32{1'b0}};
		end
		else if(iRESET_SYNC)begin
			b_core2mem_req <= 1'b0;
			b_core2mem_order <= 2'h0;
			b_core2mem_mask <= 4'h0;
			b_core2mem_rw <= 1'b0;
			b_core2mem_addr <= {32{1'b0}};
			b_core2mem_data <= {32{1'b0}};
		end
		else begin
			if(!mem2core_common_lock)begin
				if(core2mem_data_condition)begin
					b_core2mem_req <= 1'b1;
					b_core2mem_order <= iDATA_ORDER;
					b_core2mem_mask <= iDATA_MASK;
					b_core2mem_rw <= iDATA_RW;
					b_core2mem_addr <= iDATA_ADDR;
					b_core2mem_data <= iDATA_DATA;
				end
				else if(core2mem_inst_condition)begin
					b_core2mem_req <= 1'b1;
					b_core2mem_order <= 2'h2;
					b_core2mem_mask <= 4'hf;
					b_core2mem_rw <= 1'b0;
					b_core2mem_addr <= iINST_ADDR;
					b_core2mem_data <= {32{1'b0}};
				end
				else begin
					b_core2mem_req <= 1'b0;
				end
			end
		end
	end
	always@(posedge iCLOCK or negedge inRESET)begin
		if(!inRESET)begin
			b_mem2core_inst_valid <= 1'b0;
			b_mem2core_inst_data <= {63{1'b0}};
		end
		else if(iRESET_SYNC)begin
			b_mem2core_inst_valid <= 1'b0;
			b_mem2core_inst_data <= {63{1'b0}};
		end
		else begin
			if(!iINST_BUSY)begin
				b_mem2core_inst_valid <= !matching_bridge_rd_type && matching_bridge_rd_valid && iMEMORY_VALID;
				b_mem2core_inst_data <= iMEMORY_DATA;
			end
		end
	end
	assign core2mem_data_lock = 1'b0;
	always@(posedge iCLOCK or negedge inRESET)begin
		if(!inRESET)begin
			b_mem2core_data_valid <= 1'b0;
			b_mem2core_data_data <= {63{1'b0}};
		end
		else if(iRESET_SYNC)begin
			b_mem2core_data_valid <= 1'b0;
			b_mem2core_data_data <= {63{1'b0}};
		end
		else begin
			if(!core2mem_data_lock)begin
				b_mem2core_data_valid <= (matching_bridge_rd_type && matching_bridge_rd_valid && iMEMORY_VALID) || core2mem_data_write_ack_condition;
				b_mem2core_data_data <= iMEMORY_DATA;
			end
		end
	end
	assign oDATA_LOCK = mem2core_data_lock;
	assign oINST_LOCK = mem2core_inst_lock;
	assign oMEMORY_REQ = b_core2mem_req;
	assign oMEMORY_ORDER = b_core2mem_order;
	assign oMEMORY_MASK = b_core2mem_mask;
	assign oMEMORY_RW = b_core2mem_rw;
	assign oMEMORY_ADDR = b_core2mem_addr;
	assign oMEMORY_DATA = b_core2mem_data;
	assign oMEMORY_BUSY = iDATA_BUSY || iINST_BUSY;
	assign oDATA_REQ = b_mem2core_data_valid && !core2mem_data_lock;
	assign oDATA_DATA = b_mem2core_data_data;
	assign oINST_REQ = b_mem2core_inst_valid && !iINST_BUSY;
	assign oINST_DATA = b_mem2core_inst_data;
endmodule
`default_nettype wire
==> impl_metrics.json <==
{
  "rows": 67,
  "cts_setup_buffers": 0,
  "cts_sinks": 244,
  "synth.logic.top_family": "simple AND/OR/NAND/NOR gates",
  "vias": 7857,
  "post_cts_hold_buffer_count": 0,
  "worstPathRequired_ps": 8640,
  "fp.dieW_um": 186,
  "clk_latency_ps": 560,
  "clk_pin_slew_ps": 60,
  "cp_num_cells": 4,
  "top_cells_by_count": "228 x dfrtp_1, 98 x mux2i_1, 93 x nor2_1, 74 x nor2b_1, 47 x nor3_1",
  "power.total_w": 0.00314,
  "cts_buffer_depth": 3,
  "min_path_cells": 1,
  "power_density_nw_per_um2": 204,
  "ant_nets": 0,
  "drcViolationCount": 0,
  "ctsRootBufferMaster": "clkbuf_16",
  "mux_area_share_pct": 9.85,
  "ys.flop_type": "dfrtp_1",
  "gp_congestion": 0.918,
  "chip_area_um2": 34700,
  "max_stage_delay_ps": 590,
  "drive_gt1_share_pct": 5.74,
  "drv_slew": 0,
  "grt_pass1_vias": 7817,
  "p_leak_nw": 6.74,
  "cts_buffers": 28,
  "max-vdd-ir-drop_mv": 0.108,
  "slew_headroom_pct": 48.5,
  "finalClockPeriodUsage_pct": 53.9,
  "xor_area_share_pct": 0.860,
  "ys_sh_simple_pct": 13.0,
  "ys_sh_aoi_pct": 11.0,
  "drv_cap": 0,
  "drtPass1Iterations": 7,
  "synth_adder_area_share_pct": 1.47,
  "port_buffers": 380,
  "setup-tns-final_ps": 0,
  "synthArstFlopShare_pct": 93.4,
  "drt_iter0_drc": 414,
  "warning_count": 33,
  "path_cells": "clkdlybuf4s50_1 -> a21oi_1 -> o21ai_0 -> clkdlybuf4s50_1",
  "dp_hpwl_um": 20600,
  "critical_path.max_fanout": 9,
  "netlist_top_cells_area": "dfrtp_1 56%, mux2i_1 9.6%, edfxtp_1 4.7%",
  "grt_antenna_before_repair": 0,
  "ys_seq_share_pct": 60.7,
  "fin_crit_ps": 5820,
  "tightest_slew_ps": 772,
  "grt_max_degree": 124,
  "wl_um": 29700,
  "synth_cell_types": 49,
  "startpoint_type": "primary input",
  "synthCells": 856,
  "clock_skew_ps": 24.0,
  "post_cts_resize_count": 0,
  "critPathTopFamily": "buffers and inverters",
  "via_per_inst": 4.66,
  "most_common_cell": "dfrtp_1",
  "reg2reg_depth": 8,
  "grt_pass1_wl_um": 44800,
  "yosysWarningCount": 4,
  "hp-class": "register to register",
  "wl_per_cell_um": 17.6,
  "crit_path_end_kind": "output port",
  "core-area_um2": 33400,
  "outcome": "completed",
  "edf_count": 16,
  "synthToLayoutAreaGrowth_pct": 51.2,
  "ys_ff": 244,
  "fmax_mhz": 172,
  "ys_chip_area_um2": 10200,
  "cts_tree": "built",
  "arrival_ps": 3660,
  "synth_area_leader_cell": "dfrtp_1",
  "avgSynthCellArea_um2": 11.9,
  "fp_util_pct": 30.4,
  "htree_levels": 1,
  "syn_area_um2": 10200,
  "grt-ovfl-total": 0,
  "yosysTopAreaCellShare_pct": 56.0,
  "grtUsageTotal_pct": 17.2,
  "critPathSlowestCell": "clkdlybuf4s50_1",
  "worstSetupPathType": "primary input to output port",
  "setup_viol": 0,
  "io_pins": 381,
  "rsz0062_at_grt": "false",
  "path_buffers": 2,
  "dieHeight_um": 186,
  "finalHoldViolCount": 0,
  "yosysCellCount": 856,
  "crit_top_cell": "clkdlybuf4s50_1",
  "diodes": 0
}
final cells by class:
| class | count | area [um^2] |
|---|---|---|
| fillers | 3048 | 18000 |
| flip-flops and latches | 244 | 6190 |
| repair buffers | 391 | 3900 |
| multi-input cells | 537 | 3690 |
| clock buffers | 39 | 782 |
| well taps | 448 | 561 |
| clock inverters | 13 | 226 |
| inverters | 14 | 52.6 |
cell families after synthesis:
logic type / after synthesis
AND-OR/OR-AND: 146
flip-flops: 244
XOR/XNOR: 10
AND/OR/NAND/NOR: 269
buffers and inverters: 75
multiplexers: 100
adder cells (fa/ha/maj): 12
registers in the layout, summed over array words and instances (netlist names), 2 cells and up:
| signal | flops |
|---|---|
| b_mem2core_data_data | 64 |
| b_mem2core_inst_data | 64 |
| b_core2mem_addr | 32 |
| b_core2mem_data | 32 |
| MEM_MATCHING_QUEUE.queue_type | 16 |
| MEM_MATCHING_QUEUE.queue_valid | 16 |
| MEM_MATCHING_QUEUE.rd_counter | 5 |
| MEM_MATCHING_QUEUE.wr_counter | 5 |
| b_core2mem_mask | 4 |
| b_core2mem_order | 2 |
power by group:
group,switching [W],internal (W)
clock,0.000386,0.000628
sequential,0.000111,0.00107
combinational,0.000439,0.000498
total,0.000936,0.00220
layout by cell type, fill, tap and decap left out, types with 11 or more instances in the layout:
| cell | instances |
|---|---|
| clkdlybuf4s50_1 | 376 |
| dfrtp_1 | 228 |
| mux2i_1 | 98 |
| nor2_1 | 93 |
| nor2b_1 | 74 |
| nor3_1 | 45 |
| a22o_1 | 35 |
| a211oi_1 | 33 |
| nand2_1 | 32 |
| clkbuf_16 | 28 |
| o21ai_0 | 25 |
| edfxtp_1 | 16 |
| a22oi_1 | 15 |
| inv_1 | 14 |
| ha_1 | 12 |
| buf_4 | 11 |
layer usage:
metal | track usage [%] | share of wire [%]
met5 | 0 | 0
met3 | 4.80 | 9.4
met1 | 25.3 | 42
met2 | 26.6 | 47
met4 | 2.95 | 1.6
path summary, 6_finish.rpt:
| kind | startpoint | end | slack (ps) |
|---|---|---|---|
| worst min register to register | b_core2mem_data[19] | b_core2mem_data[19] | 510 |
| max in group asynchronous | inRESET | b_mem2core_inst_data[14] | 7670 |
| min in group asynchronous | inRESET | b_mem2core_inst_data[36] | 1510 |
| worst max-delay path | iMEMORY_LOCK | oDATA_LOCK | 4980 |
| worst min-delay path | b_core2mem_data[19] | b_core2mem_data[19] | 510 |
| worst max register to register | MEM_MATCHING_QUEUE.rd_counter[2] | b_core2mem_mask[0] | 7420 |
through the flow:
| step | instances | setup slack (ps) | hold slack, ps | util [%] | cell area (um^2) |
|---|---|---|---|---|---|
| after floorplan | 856 | 5300 | 449 | - | 10200 |
| after global placement | 1634 | 4990 | 489 | 43.0 | 14400 |
| after detailed placement | 1634 | 4980 | 491 | 43.0 | 14400 |
| after CTS | 1686 | 4970 | 510 | 46.0 | 15400 |
| after global routing | 1686 | 4830 | 523 | 46.0 | 15400 |
| final | 1686 | 4980 | 506 | 46.0 | 15400 |
Power and IR drop assume default switching activity.
