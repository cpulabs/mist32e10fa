$ cat run.sh
#!/bin/bash
# OpenROAD 26Q1-2900-gdf79404cd8, Yosys 0.63+post, stock flow scripts
make -C /OpenROAD-flow-scripts/flow DESIGN_CONFIG=/design/flow/config.mk WORK_HOME=/design/flow/orfs finish
$ cat config.mk
export PLATFORM = sky130hd
export DESIGN_NAME = execute_load_store
export DESIGN_NICKNAME = execute_load_store
export VERILOG_FILES = /design/flow/design.v
export SDC_FILE = /design/flow/constraint.sdc
export NUM_CORES = 4
export LEC_CHECK = 1
export CORE_AREA = 10 10 215 215
export DIE_AREA = 0 0 225 225
$ cat constraint.sdc
current_design execute_load_store

set clk_period 1.3
set clk_io_pct 0.2

create_clock -name clk0 -period $clk_period [get_ports {iCLOCK}]

set non_clock_inputs [all_inputs -no_clocks]
set_input_delay [expr $clk_period * $clk_io_pct] -clock clk0 $non_clock_inputs
set_output_delay [expr $clk_period * $clk_io_pct] -clock clk0 [all_outputs]
$ cat design.v
`default_nettype none
module execute_load_store(
		input wire iCLOCK,
		input wire inRESET,
		input wire iRESET_SYNC,
		input wire iEVENT_HOLD,
		input wire iEVENT_START,
		input wire iEVENT_IRQ_FRONT2BACK,
		input wire iEVENT_IRQ_BACK2FRONT,
		input wire iEVENT_END,
		input wire iSTATE_NORMAL,
		input wire iSTATE_LOAD,
		input wire iSTATE_STORE,
		input wire iPREV_VALID,
		input wire iPREV_EX_LDST,
		input wire [31:0] iPREV_PSR,
		input wire [31:0] iPREV_TIDR,
		input wire iPREV_SPR_VALID,
		input wire [31:0] iPREV_SPR,
		input wire iPREV_LDST_RW,
		input wire [31:0] iPREV_LDST_PDT,
		input wire [31:0] iPREV_LDST_ADDR,
		input wire [31:0] iPREV_LDST_DATA,
		input wire [1:0] iPREV_LDST_ORDER,
		input wire [3:0] iPREV_LDST_MASK,
		input wire [1:0] iPREV_LOAD_SHIFT,
		output wire oLDST_REQ,
		input wire iLDST_BUSY,
		output wire oLDST_RW,
		output wire [31:0] oLDST_PDT,
		output wire [31:0] oLDST_ADDR,
		output wire [31:0] oLDST_DATA,
		output wire [1:0] oLDST_ORDER,
		output wire [3:0] oLDST_MASK,
		output wire [13:0] oLDST_ASID,
		output wire [1:0] oLDST_MMUMOD,
		output wire [2:0] oLDST_MMUPS,
		input wire iLDST_VALID,
		input wire iNEXT_BUSY,
		output wire oNEXT_VALID,
		output wire oNEXT_SPR_VALID,
		output wire [31:0] oNEXT_SPR,
		output wire [1:0] oNEXT_SHIFT,
		output wire [3:0] oNEXT_MASK
	);
	reg [1:0] b_state;
	localparam PL_STT_IDLE = 2'h0;
	localparam PL_STT_REQ = 2'h1;
	localparam PL_STT_WAIT = 2'h2;
	wire condition_start_load_store = iPREV_VALID && iPREV_EX_LDST && iSTATE_NORMAL && !iNEXT_BUSY;
	always@(posedge iCLOCK or negedge inRESET)begin
		if(!inRESET)begin
			b_state <= PL_STT_IDLE;
		end
		else if(iRESET_SYNC || iEVENT_HOLD || iEVENT_END)begin
			b_state <= PL_STT_IDLE;
		end
		else begin
			case(b_state)
				PL_STT_IDLE:
					begin
						if(condition_start_load_store)begin
							b_state <= PL_STT_REQ;
						end
					end
				PL_STT_REQ:
					begin
						if(!iLDST_BUSY)begin
							b_state <= PL_STT_WAIT;
						end
					end
				PL_STT_WAIT:
					begin
						if(iLDST_VALID)begin
							b_state <= PL_STT_IDLE;
						end
					end
				default:
					begin
						b_state <= PL_STT_IDLE;
					end
			endcase
		end
	end
	reg b_spr_valid;
	reg [31:0] b_spr;
	reg [1:0] b_shift;
	reg [3:0] b_mask;
	always@(posedge iCLOCK or negedge inRESET)begin
		if(!inRESET)begin
			b_spr_valid <= 1'b0;
			b_spr <= 32'h0;
			b_shift <= 2'h0;
			b_mask <= 4'h0;
		end
		else if(iRESET_SYNC || iEVENT_HOLD || iEVENT_END)begin
			b_spr_valid <= 1'b0;
			b_spr <= 32'h0;
			b_shift <= 2'h0;
			b_mask <= 4'h0;
		end
		else begin
			if(condition_start_load_store)begin	
				b_spr_valid <= iPREV_SPR_VALID;
				b_spr <= iPREV_SPR;
				b_shift <= iPREV_LOAD_SHIFT;
				b_mask <= iPREV_LDST_MASK;
			end
		end
	end
	assign oNEXT_VALID = (b_state == PL_STT_WAIT) && iLDST_VALID;
	assign oNEXT_SPR_VALID = b_spr_valid;
	assign oNEXT_SPR = b_spr;
	assign oNEXT_SHIFT = b_shift;
	assign oNEXT_MASK = b_mask;
	reg b_ldst_rw;
	reg [31:0] b_ldst_pdt;
	reg [31:0] b_ldst_addr;
	reg [31:0] b_ldst_data;
	reg [1:0] b_ldst_order;
	reg [3:0] b_ldst_mask;
	reg [13:0] b_ldst_asid;
	reg [1:0] b_ldst_mmumod;
	reg [2:0] b_ldst_mmups;
	always@(posedge iCLOCK or negedge inRESET)begin
		if(!inRESET)begin
			b_ldst_rw <= 1'b0;
			b_ldst_pdt <= 32'h0;
			b_ldst_addr <= 32'h0;
			b_ldst_data <= 32'h0;
			b_ldst_order <= 2'h0;
			b_ldst_mask <= 4'h0;
			b_ldst_asid <= 14'h0;
			b_ldst_mmumod <= 2'h0;
			b_ldst_mmups <= 3'h0;
		end
		else if(iRESET_SYNC || iEVENT_HOLD || iEVENT_END)begin
			b_ldst_rw <= 1'b0;
			b_ldst_pdt <= 32'h0;
			b_ldst_addr <= 32'h0;
			b_ldst_data <= 32'h0;
			b_ldst_order <= 2'h0;
			b_ldst_mask <= 4'h0;
			b_ldst_asid <= 14'h0;
			b_ldst_mmumod <= 2'h0;
			b_ldst_mmups <= 3'h0;
		end
		else begin
			if(iSTATE_NORMAL)begin	
				if(!iNEXT_BUSY)begin
					if(iPREV_VALID && iPREV_EX_LDST)begin
						b_ldst_rw <= iPREV_LDST_RW;
						b_ldst_pdt <= iPREV_LDST_PDT;
						b_ldst_addr <= iPREV_LDST_ADDR;
						b_ldst_data <= iPREV_LDST_DATA;
						b_ldst_order <= iPREV_LDST_ORDER;
						b_ldst_mask <= iPREV_LDST_MASK;
						b_ldst_asid <= iPREV_TIDR[31:18];
						b_ldst_mmumod <= iPREV_PSR[1:0];
						b_ldst_mmups <= iPREV_PSR[9:7];
					end
				end
			end
		end
	end
	assign oLDST_REQ = (b_state == PL_STT_REQ) && !iLDST_BUSY;
	assign oLDST_RW = b_ldst_rw;
	assign oLDST_PDT = b_ldst_pdt;
	assign oLDST_ADDR = b_ldst_addr;
	assign oLDST_DATA = b_ldst_data;
	assign oLDST_ORDER = b_ldst_order;
	assign oLDST_MASK = b_ldst_mask;
	assign oLDST_ASID = b_ldst_asid;
	assign oLDST_MMUMOD = b_ldst_mmumod;
	assign oLDST_MMUPS = b_ldst_mmups;
endmodule  
`default_nettype wire
==> reports/results.ini <==
[floorplan]
fp.coreArea_um2 = 41760
chipArea_um2 = 50630
die_y_um = 225
io-pin-count = 381
fp_util = 0.2377
die_w_um = 225
num_rows = 75

[timing]
finalClockPeriodUsage = 1.010
clock_skew_ns = 0.003295
hold_viol = 0
finalSetupViolCount = 2
fmax_mhz = 761.6
drv_slew = 0
layout_setup_ws_ns = -0.01306
rsz0062_at_grt = yes
slew_headroom = 0.6718
fin_crit_ns = 1.313
holdWs_ns = 0.3897
worst_slew_pin_slew_ns = 0.4923

[placement]
dpl-instance-area_um2 = 14300
place.gp.congestion = 0.8023
dpl.hpwl_um = 22940
portBuffers = 330

[power_and_ir_drop]
power.density_nw_per_um2 = 829.5
leakage_nw = 6.207
max-vdd-ir-drop_mv = 0.5921

[logic_synthesis]
netlist_top_cells_area = dfrtp_1, nor4b_1, mux2_4
ys_cells = 780
yosys-top-cells-count = nor4b_1, dfrtp_1, mux2_4, clkbuf_1, mux2_1
synth_flops = 164
top_area_cell = dfrtp_1
synth.most_common_cell = nor4b_1
yosysSeqAreaShare = 0.4135
ys.flop_type = dfrtp_1
syn_avg_cell_area_um2 = 12.73
synth-edff-count = 0
top_area_frac = 0.4109
synth_warnings = 1
ys_chip_area_um2 = 9927
synth_area_um2 = 9927
yosysUniqueCellTypes = 21
synthArstFlopShare = 1.000
synth_cells = 780

[clocking]
cts_tree = yes
clock_sinks = 164
insertion_delay_ns = 0.43
cts_inserted_buffers = 17
clkTransAtPathRegs_ns = 0.07
htreeDepth = 4
cts_buffer_depth = 2
cts_root_buf = clkbuf_16

[routing]
antenna_cells = 0
drtPass1Iterations = 6
wirelength_um = 33000
final_antenna_net_count = 0
viasPerCell = 4.765
drtIter0Drc = 454
num_vias = 8044
wire_per_inst_um = 19.55
drc = 0

[grt]
grt_antenna_before_repair = 0
overflow = 0
grt_usage = 0.1282
top_usage_layer = met2
grt_max_degree = 59
gr-usage-met2 = 0.2037
gr-usage-met1 = 0.1808
grt_pass1_vias = 8457
grt_util_met3 = 0.02983
grt_pass1_wl_um = 50970

[final_layout]
final_area_um2 = 14390
syn2layout_area_growth_pct = 44.92
regArea_um2 = 4105
drive_above_1_share = 0.3899
fillCellCount = 4124
comb_area_um2 = 5130

[worst_setup_path]
startpoint_type = register
crit_arrival_ns = 1.05
cp_max_fo = 2
end_kind = primary output
critPathRequiredTime_ns = 1.04
path_class = reg -> out
rrSetupSlack_ns = 0.18

[status]
status = finished, violations left
violations = setup timing

[job]
warnings = 78
cap_violations = 0

[min_path]
hp-class = in -> reg

## flip-flops by register name, summed over array words and instances (netlist names), 3 cells and up
register and flops:
b_ldst_asid 14, b_ldst_addr 32, b_ldst_pdt 32, b_mask 4, b_ldst_data 32, b_state 3, b_spr 32, b_ldst_mmups 3
b_ldst_mask 4
## logic make-up (layout without fill, tap and decap cells)
logic type             after synthesis  count (layout)  share of synthesized area
AND-OR/OR-AND                        3               3                   0.002773
buffers and inverters              126             495                    0.07109
flip-flops                         164             164                     0.4135
multiplexers                       161             161                     0.2232
AND/OR/NAND/NOR                    326             326                     0.2894
## final cells by class
cell class,instances,area share
clock buffer,24,0.03418
multi-input combinational,490,0.3566
tap,539,0.04688
clock inverter,7,0.005044
sequential,164,0.2854
timing repair buffer,464,0.2720
## placed cells by master (no fill, tap or decap), drive strengths merged, types with 2 or more instances in the layout
| cell type | netlist | routed |
|---|---|---|
| or4b | 12 | 12 |
| dlygate4sd2 | 0 | 3 |
| clkbuf | 68 | 53 |
| clkdlybuf4s50 | 0 | 159 |
| nor2b | 2 | 2 |
| clkdlybuf4s15 | 0 | 4 |
| dfrtp | 163 | 163 |
| mux2 | 153 | 153 |
| nor4b | 308 | 308 |
| clkinv | 0 | 3 |
| buf | 58 | 267 |
| mux2i | 8 | 8 |
| clkinvlp | 0 | 2 |
## worst paths after layout
check,from,end,cells past startpoint
worst max register to register,b_ldst_pdt[12],b_ldst_pdt[12],4
max in group asynchronous,inRESET,b_state[0],4
worst min-delay path,iNEXT_BUSY,b_ldst_mask[0],4
worst max-delay path,b_state[1],oNEXT_VALID,2
min in group asynchronous,inRESET,b_ldst_data[18],3
worst min register to register,b_state[0],b_state[0],1
## worst max-delay path, stage by stage, from the launching register on
cell and delay, ns:
dfrtp_1 0.37, and2_4 0.15, buf_6 0.10
## layer usage
| layer | routed length [um] | vias to the layer above |
|---|---|---|
| met3 | 1764 | 22 |
| met5 | 0 | - |
| met2 | 15850 | 192 |
| met1 | 14920 | 4052 |
| met4 | 471 | 0 |
| li1 | - | 3778 |
## through the flow
step / util / TNS [ns] / setup slack, ns / std cells / power (mW)
floorplan: - / -3.415 / -0.03348 / 780 / 5.975
global placement: 0.3424 / -89.22 / -0.5891 / 1635 / 6.989
detailed placement: 0.3424 / -89.73 / -0.5947 / 1635 / 6.988
CTS: 0.3475 / -0.1094 / -0.05693 / 1686 / 12.12
global route: 0.3445 / -0.1498 / -0.07621 / 1688 / 12.46
finish: 0.3445 / -0.02542 / -0.01306 / 1688 / 11.93
## power breakdown
part | total [mW] | internal [mW] | switching, mW
Clock | 5.02 | 2.84 | 2.18
Combinational | 1.79 | 0.944 | 0.842
Sequential | 5.13 | 5.12 | 0.0109
## timing repair
item                                    in CTS  in global routing
hold buffers                                 2                  0
hold endpoints to repair                    28                  0
endpoints found under the setup margin     308                 32
setup buffers                               16                  2
gates cloned                                 2                  0
gates resized                              514                 30
pin swaps                                    1                  0
No activity file was given, so power comes from the tool's default toggle rates.
