<file path="/design/flow/run.sh">
#!/bin/bash
# OpenROAD 26Q1-2900-gdf79404cd8, Yosys 0.63+post, stock flow scripts
make -C /OpenROAD-flow-scripts/flow DESIGN_CONFIG=/design/flow/config.mk WORK_HOME=/design/flow/orfs finish
</file>
<file path="/design/flow/config.mk">
export PLATFORM = sky130hd
export DESIGN_NAME = execute_load_data
export DESIGN_NICKNAME = execute_load_data
export VERILOG_FILES = /design/flow/design.v
export SDC_FILE = /design/flow/constraint.sdc
export NUM_CORES = 4
export LEC_CHECK = 1
export CORE_AREA = 10 10 84 84
export DIE_AREA = 0 0 94 94
</file>
<file path="/design/flow/constraint.sdc">
current_design execute_load_data

set clk_period 2.6
set clk_io_pct 0.2

create_clock -name clk0 -period $clk_period

set non_clock_inputs [all_inputs -no_clocks]
set_input_delay [expr $clk_period * $clk_io_pct] -clock clk0 $non_clock_inputs
set_output_delay [expr $clk_period * $clk_io_pct] -clock clk0 [all_outputs]
</file>
<file path="/design/flow/design.v">
`default_nettype none
module execute_load_data(
		input wire iSHIFT_ENABLE,
		input wire [3:0] iMASK,
		input wire [1:0] iSHIFT,
		input wire [31:0] iDATA,
		output wire [31:0] oDATA
	);
	assign oDATA = func_load_fairing(
		iSHIFT_ENABLE,
		iMASK,
		iSHIFT,
		iDATA
	);
	function [31:0] func_load_fairing;	
		input func_shift_enable;
		input [3:0] func_mask;
		input [1:0] func_shift;
		input [31:0] func_data;
		reg [7:0] func_tmp0, func_tmp1, func_tmp2, func_tmp3;
		begin
			if(func_shift_enable)begin
				if(func_mask == 4'hf)begin
					func_load_fairing = func_data;
				end
				else if(func_mask == 4'b0001)begin
					func_load_fairing = {24'h0, func_data[31:24]};
				end
				else if(func_mask == 4'b0010)begin
					func_load_fairing = {24'h0, func_data[23:16]};
				end
				else if(func_mask == 4'b0100)begin
					func_load_fairing = {24'h0, func_data[15:8]};
				end
				else if(func_mask == 4'b1000)begin
					func_load_fairing = {24'h0, func_data[7:0]};
				end
				else if(func_mask == 4'b0011)begin
					func_load_fairing = {16'h0, func_data[31:16]};
				end
				else begin
					func_load_fairing = {16'h0, func_data[15:0]};
				end
			end
			else begin
				if(func_mask == 4'hf)begin
					func_load_fairing = func_data;
				end
				else if(func_mask == 4'b0001)begin
					func_load_fairing = {24'h0, func_data[31:24]};
				end
				else if(func_mask == 4'b0010)begin
					func_load_fairing = {24'h0, func_data[23:16]};
				end
				else if(func_mask == 4'b0100)begin
					func_load_fairing = {24'h0, func_data[15:8]};
				end
				else if(func_mask == 4'b1000)begin
					func_load_fairing = {24'h0, func_data[7:0]};
				end
				else if(func_mask == 4'b0011)begin
					func_load_fairing = {16'h0, func_data[31:16]};
				end
				else begin
					func_load_fairing = {16'h0, func_data[15:0]};
				end
			end
		end
	endfunction
endmodule
`default_nettype wire 
</file>
==> run_summary.xml <==
<?xml version="1.0" encoding="UTF-8"?>
<metrics>
  <group name="floorplan">
    <metric name="chip_area" unit="um2">8840</metric>
    <metric name="io-pin-count" unit="">71</metric>
    <metric name="initial_core_util" unit="">0.157</metric>
    <metric name="die_h" unit="um">94</metric>
    <metric name="core.rowCount" unit="">26</metric>
    <metric name="chipWidth" unit="um">94</metric>
    <metric name="placeableCoreArea" unit="um2">5200</metric>
  </group>
  <group name="finish">
    <metric name="n_sequential_cell" unit="">0</metric>
    <metric name="clkbuf_count" unit="">0</metric>
    <metric name="register_area" unit="um2">0</metric>
    <metric name="fraction_of_final_layout_cells_with_drive_strength_greater_than_1" unit="">0.241</metric>
    <metric name="areaGrowthSynthToFinish" unit="%">123</metric>
    <metric name="finish.instance_area" unit="um2">1830</metric>
  </group>
  <group name="pwr">
    <metric name="vdd.ir_drop.worst" unit="V">0.0000474</metric>
    <metric name="power.total" unit="uW">279</metric>
    <metric name="powerDensity" unit="nW/um2">153</metric>
    <metric name="p_leak" unit="nW">0.785</metric>
  </group>
  <group name="final_timing">
    <metric name="rsz_0062_raised_after_global_routing" unit="">false</metric>
    <metric name="fin_crit" unit="ps">2550</metric>
    <metric name="finalSetupTns" unit="ps">0</metric>
    <metric name="post-route-period-util" unit="">0.983</metric>
    <metric name="post-route-worst-setup-slack" unit="ps">45.0</metric>
    <metric name="max-slew-margin-rel" unit="">0.850</metric>
    <metric name="achievable-frequency" unit="MHz">391</metric>
    <metric name="finalMaxSlewViolations" unit="">0</metric>
    <metric name="hold_viol" unit="">0</metric>
    <metric name="tightestPinTransition" unit="ps">226</metric>
    <metric name="final-setup-viol-count" unit="">0</metric>
  </group>
  <group name="global_route">
    <metric name="globalRoute.totalOverflow" unit="">0</metric>
    <metric name="grt_start_max_net_pins" unit="">14</metric>
    <metric name="grt_pass1_vias" unit="">1342</metric>
    <metric name="grt_first_pass_wirelength" unit="mm">6.76</metric>
    <metric name="grtUsageTotal" unit="">0.0915</metric>
    <metric name="grt_antenna_before_repair" unit="">0</metric>
  </group>
  <group name="setup_path">
    <metric name="worstPathArrival" unit="ps">2030</metric>
    <metric name="timing.critical_path.slowest_stage_cell" unit="">sky130_fd_sc_hd__clkdlybuf4s50_1</metric>
    <metric name="cp.required" unit="ps">2080</metric>
    <metric name="cp_cell_sequence" unit="">clkdlybuf4s15_1 -&gt; or3_1 -&gt; buf_6 -&gt; nor2_4 -&gt; o21ai_1 -&gt; a32o_2 -&gt; clkdlybuf4s50_1</metric>
    <metric name="slowest_stage_delay_cp" unit="ps">410</metric>
    <metric name="critPathLaunchType" unit="">primary input</metric>
    <metric name="worstSetupPathType" unit="">in -&gt; out</metric>
    <metric name="crit_path_end_kind" unit="">output port</metric>
    <metric name="cp_max_fo" unit="">6</metric>
  </group>
  <group name="routing">
    <metric name="drt_iter0_drc" unit="">126</metric>
    <metric name="wire_per_inst" unit="um">14.7</metric>
    <metric name="final_routed_drc_violation_total" unit="">0</metric>
    <metric name="detail_route.wirelength" unit="mm">4.39</metric>
    <metric name="detail_route.vias_per_cell" unit="">4.49</metric>
    <metric name="antenna_cells" unit="">0</metric>
    <metric name="detail-route-antenna-nets" unit="">0</metric>
    <metric name="vias" unit="">1339</metric>
    <metric name="detailedRoute.firstPassIterationCount" unit="">4</metric>
  </group>
  <group name="yosys">
    <metric name="avgSynthCellArea" unit="um2">5.85</metric>
    <metric name="synthSimpleGateAreaFrac" unit="">0.369</metric>
    <metric name="top_logic_kind" unit="">AND-OR/OR-AND gates</metric>
    <metric name="post_synth_fa_ha_maj_area_fraction" unit="">0</metric>
    <metric name="common_cells" unit="">sky130_fd_sc_hd__and3_1, sky130_fd_sc_hd__o21ai_0, sky130_fd_sc_hd__a22oi_1, sky130_fd_sc_hd__nor2_1, sky130_fd_sc_hd__nand2_1</metric>
    <metric name="post-synth-top-area-fraction" unit="">0.128</metric>
    <metric name="synthTopCellsByArea" unit="">sky130_fd_sc_hd__a22oi_1, sky130_fd_sc_hd__and3_1, sky130_fd_sc_hd__o21ai_0</metric>
    <metric name="yosysTopAreaCell" unit="">sky130_fd_sc_hd__a22oi_1</metric>
    <metric name="post_synth_mux_area_share" unit="">0</metric>
    <metric name="ys_seq_share" unit="">0</metric>
    <metric name="synth_stat.cells" unit="">140</metric>
    <metric name="synth_compound_gate_area_share" unit="">0.525</metric>
    <metric name="synth.cellmix.xorXnorShare" unit="">0</metric>
    <metric name="yosysUniqueCellTypes" unit="">30</metric>
    <metric name="netlist_area" unit="um2">820</metric>
    <metric name="synth_cells" unit="">140</metric>
    <metric name="yosys_warnings" unit="">1</metric>
    <metric name="synth-area-yosys" unit="um2">820</metric>
  </group>
  <group name="outcome">
    <metric name="outcome" unit="">completed</metric>
  </group>
  <group name="run">
    <metric name="drv.max_cap_violation_count" unit="">0</metric>
    <metric name="tool_warnings" unit="">35</metric>
  </group>
  <group name="placed_design">
    <metric name="place_hpwl" unit="mm">3.62</metric>
    <metric name="dpl-instance-area" unit="um2">1710</metric>
    <metric name="dp_slack" unit="ps">-406</metric>
    <metric name="place.gp.congestion" unit="">0.847</metric>
    <metric name="placement.io_buffers" unit="">68</metric>
  </group>
  <group name="hold_path">
    <metric name="type_of_the_most_critical_hold_path" unit="">in -&gt; out</metric>
  </group>
</metrics>
==> power by group <==
group | internal, mW | total [mW] | switching (mW)
sequential | 0 | 0 | 0
clock | 0 | 0 | 0
combinational | 0.169 | 0.279 | 0.110
total | 0.169 | 0.279 | 0.110
==> stage by stage <==
step | hold slack [ps] | utilization | std cells
finish | 1750 | 0.351 | 298
CTS | 1860 | 0.350 | 298
global route | 1800 | 0.351 | 298
floorplan | 1090 | - | 140
detailed placement | 2030 | 0.329 | 291
global placement | 2030 | 0.329 | 291
==> worst max-delay path, delay by kind of cell <==
family,cells,cell delay [ps]
buffers and inverters,3,750
and+or+nand+nor,2,450
AOI/OAI and AO/OA,2,330
==> cell type report <==
cell class | count | area [um2]
inverters | 2 | 7.51
multi-input cells | 124 | 782
well taps | 70 | 87.6
repair buffers | 102 | 948
fillers | 563 | 3380
==> kinds of logic after synthesis <==
group | Yosys count
buf+inv | 16
simple gates | 58
compound gates | 66
==> per-layer routing <==
layer | vias up | GRT usage | share of wire
met4 | 0 | 0 | 0
met5 | - | 0 | 0
met3 | 0 | 0.0145 | 0.059
met2 | 33 | 0.151 | 0.47
li1 | 707 | - | -
met1 | 599 | 0.129 | 0.47
==> cells in the final DEF (no fill, tap or decap), types with 2 or more instances in the layout <==
master,instances
sky130_fd_sc_hd__or2_4,2
sky130_fd_sc_hd__o21bai_1,6
sky130_fd_sc_hd__clkbuf_2,2
sky130_fd_sc_hd__buf_4,28
sky130_fd_sc_hd__nor2_2,6
sky130_fd_sc_hd__nor3_1,2
sky130_fd_sc_hd__o22ai_1,6
sky130_fd_sc_hd__nor2_4,2
sky130_fd_sc_hd__and3_1,16
sky130_fd_sc_hd__nor2_1,11
sky130_fd_sc_hd__buf_6,5
sky130_fd_sc_hd__o21ai_0,9
sky130_fd_sc_hd__a21oi_2,3
sky130_fd_sc_hd__nand2_1,11
sky130_fd_sc_hd__inv_1,2
sky130_fd_sc_hd__a22oi_1,14
sky130_fd_sc_hd__dlygate4sd2_1,5
sky130_fd_sc_hd__a22o_1,7
sky130_fd_sc_hd__clkdlybuf4s50_1,57
sky130_fd_sc_hd__a21oi_1,6
sky130_fd_sc_hd__nor2b_1,2
sky130_fd_sc_hd__o21ai_1,10
sky130_fd_sc_hd__clkdlybuf4s15_1,2
==> what timing repair did <==
| item | in CTS | in global routing |
|---|---|---|
| hold buffers | 0 | 0 |
| pin swaps | 6 | 3 |
| resized | 32 | 16 |
| endpoints found under the setup margin | 32 | 20 |
| buffers inserted | 7 | 0 |
==> worst paths after layout <==
kind,start,to,slack (ps),depth (start not counted)
setup / recovery,iMASK[1],oDATA[7],50,7
hold / removal,iDATA[0],oDATA[0],1750,4
No activity file was given, so power comes from the tool's default toggle rates.
